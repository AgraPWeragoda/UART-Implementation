[flow/design.v]
module uart_transceiver(
    input wire clk,            
    input wire rst_n,          
    input wire tx_start,       
    input wire [7:0] tx_data,  
    output reg tx_busy,        
    output reg tx,             
    input wire rx,             
    output reg rx_done,        
    output reg [7:0] rx_data   
);
    parameter CLK_FREQ = 50_000_000;   
    parameter BAUD_RATE = 115200;      
    parameter CLKS_PER_BIT = CLK_FREQ / BAUD_RATE;
    localparam IDLE = 2'b00;
    localparam START = 2'b01;
    localparam DATA = 2'b10;
    localparam STOP = 2'b11;
    reg [1:0] tx_state;
    reg [15:0] tx_clk_count;
    reg [2:0] tx_bit_count;
    reg [7:0] tx_shift_reg;
    reg [1:0] rx_state;
    reg [15:0] rx_clk_count;
    reg [2:0] rx_bit_count;
    reg [7:0] rx_shift_reg;
    reg rx_d1, rx_d2;           
    always @(posedge clk or negedge rst_n) begin
        if (!rst_n) begin
            rx_d1 <= 1'b1;
            rx_d2 <= 1'b1;
        end else begin
            rx_d1 <= rx;
            rx_d2 <= rx_d1;
        end
    end
    always @(posedge clk or negedge rst_n) begin
        if (!rst_n) begin
            tx_state <= IDLE;
            tx_clk_count <= 0;
            tx_bit_count <= 0;
            tx_busy <= 0;
            tx <= 1'b1;          
            tx_shift_reg <= 8'h00;
        end else begin
            case (tx_state)
                IDLE: begin
                    tx <= 1'b1;   
                    tx_clk_count <= 0;
                    tx_bit_count <= 0;
                    if (tx_start && !tx_busy) begin
                        tx_busy <= 1'b1;
                        tx_shift_reg <= tx_data;
                        tx_state <= START;
                    end
                end
                START: begin
                    tx <= 1'b0;   
                    if (tx_clk_count < CLKS_PER_BIT - 1) begin
                        tx_clk_count <= tx_clk_count + 1'b1;
                    end else begin
                        tx_clk_count <= 0;
                        tx_state <= DATA;
                    end
                end
                DATA: begin
                    tx <= tx_shift_reg[0];   
                    if (tx_clk_count < CLKS_PER_BIT - 1) begin
                        tx_clk_count <= tx_clk_count + 1'b1;
                    end else begin
                        tx_clk_count <= 0;
                        tx_shift_reg <= {1'b0, tx_shift_reg[7:1]};
                        if (tx_bit_count < 7) begin
                            tx_bit_count <= tx_bit_count + 1'b1;
                        end else begin
                            tx_bit_count <= 0;
                            tx_state <= STOP;
                        end
                    end
                end
                STOP: begin
                    tx <= 1'b1;   
                    if (tx_clk_count < CLKS_PER_BIT - 1) begin
                        tx_clk_count <= tx_clk_count + 1'b1;
                    end else begin
                        tx_clk_count <= 0;
                        tx_busy <= 1'b0;
                        tx_state <= IDLE;
                    end
                end
                default: tx_state <= IDLE;
            endcase
        end
    end
    always @(posedge clk or negedge rst_n) begin
        if (!rst_n) begin
            rx_state <= IDLE;
            rx_clk_count <= 0;
            rx_bit_count <= 0;
            rx_done <= 0;
            rx_data <= 8'h00;
            rx_shift_reg <= 8'h00;
        end else begin
            if (rx_done) rx_done <= 1'b0;
            case (rx_state)
                IDLE: begin
                    rx_clk_count <= 0;
                    rx_bit_count <= 0;
                    if (rx_d2 == 1'b0) begin
                        rx_state <= START;
                    end
                end
                START: begin
                    if (rx_clk_count == (CLKS_PER_BIT - 1) / 2) begin
                        if (rx_d2 == 1'b0) begin
                            rx_clk_count <= rx_clk_count + 1'b1;
                        end else begin
                            rx_state <= IDLE;
                        end
                    end else if (rx_clk_count < CLKS_PER_BIT - 1) begin
                        rx_clk_count <= rx_clk_count + 1'b1;
                    end else begin
                        rx_clk_count <= 0;
                        rx_state <= DATA;
                    end
                end
                DATA: begin
                    if (rx_clk_count == (CLKS_PER_BIT - 1) / 2) begin
                        rx_shift_reg <= {rx_d2, rx_shift_reg[7:1]};   
                        rx_clk_count <= rx_clk_count + 1'b1;
                    end else if (rx_clk_count < CLKS_PER_BIT - 1) begin
                        rx_clk_count <= rx_clk_count + 1'b1;
                    end else begin
                        rx_clk_count <= 0;
                        if (rx_bit_count < 7) begin
                            rx_bit_count <= rx_bit_count + 1'b1;
                        end else begin
                            rx_bit_count <= 0;
                            rx_state <= STOP;
                        end
                    end
                end
                STOP: begin
                    if (rx_clk_count < CLKS_PER_BIT - 1) begin
                        rx_clk_count <= rx_clk_count + 1'b1;
                    end else begin
                        rx_done <= 1'b1;
                        rx_data <= rx_shift_reg;
                        rx_state <= IDLE;
                    end
                end
                default: rx_state <= IDLE;
            endcase
        end
    end
endmodule
[flow/run.sh]
#!/bin/bash
# OpenROAD 26Q1-2900-gdf79404cd8, Yosys 0.63+post, stock flow scripts
make -C /OpenROAD-flow-scripts/flow DESIGN_CONFIG=/design/flow/config.mk WORK_HOME=/design/flow/orfs finish
[flow/config.mk]
export PLATFORM = sky130hd
export DESIGN_NAME = uart_transceiver
export DESIGN_NICKNAME = uart_transceiver
export VERILOG_FILES = /design/flow/design.v
export SDC_FILE = /design/flow/constraint.sdc
export NUM_CORES = 4
export LEC_CHECK = 1
export CORE_UTILIZATION = 50
[flow/constraint.sdc]
current_design uart_transceiver

set clk_period 3.3
set clk_io_pct 0.2

create_clock -name clk0 -period $clk_period [get_ports {clk}]

set non_clock_inputs [all_inputs -no_clocks]
set_input_delay [expr $clk_period * $clk_io_pct] -clock clk0 $non_clock_inputs
set_output_delay [expr $clk_period * $clk_io_pct] -clock clk0 [all_outputs]
==> metrics.cfg <==
[placement]
place_inst = 414
gp_congestion = 0.841
dp_hpwl_um = 4350
io_buffers = 22

[cts]
htreeDepth = 3
cts_max_path_buffers = 2
clk_latency_ns = 0.34
cts_made_buffers = 9
path_clk_slew_ns = 0.07
cts.sinks = 75
cts_tree = built
clockRootBuffer = clkbuf_8
cts_setup_buffers = 0
hold_buffers = 0
post_cts_resized = 0

[routing]
postRouteAntennaNets = 0
route.antenna.diode_count = 0
wl_um = 6530
avgRoutedWirePerCell_um = 15.2
drc = 0
route.vias.total = 2379
dr.pass1.iters = 6
drt-initial-drc-count = 112
vias_per_cell = 5.55

[layout]
num-fill-cells = 531
fin_cells = 429
logic_area_um2 = 1480
mostFrequentLayoutCell = dfrtp_1
largestRegisters = rx_clk_count (16), tx_clk_count (16)
utilization_pct = 61.1
drive_gt1_share_pct = 10.8
most-common-layout-cells = dfrtp_1 (70), nand2_1 (47), nor2_1 (23)
seqCellArea_um2 = 1880
area_growth_pct = 15.5

[logic_synthesis]
ys_seq_share_pct = 55.1
netlist_area_um2 = 3420
yosys_cells = 316
area_leaders = dfrtp_1 (51%), nand2_1 (5.2%), mux2_1 (4.9%)
top_cell_area_share_pct = 51.3
ys_ff = 75
yosys_warnings = 1
yosysTopAreaCell = dfrtp_1
yosysChipArea_um2 = 3420
flop_cell = dfrtp_1
async_reset_ff_share_pct = 100
syn_area_per_cell_um2 = 10.8
synth.distinct_cells = 55
synth-edff-count = 0
synthCells = 316

[critical_path]
crit_type = flop to flop
timing.rr.start = rx_clk_count[0]
endpoint_kind = flop
crit_fanout = 21
worstPathArrival_ns = 2.76
crit_required_ns = 3.57
reg2reg_slack_ns = 0.81
start_kind = flop
r2r-end = rx_clk_count[5]
rr_worst_depth = 8

[floorplan]
rows = 29
chipHeight_um = 84.7
die_area_um2 = 7170
io_pins = 23
fp.dieW_um = 84.7
fp-utilization_pct = 52.9
core_um2 = 6460

[run]
drv_cap = 0
tool_warnings = 28

[timing]
slew_violations = 0
rsz0062_at_grt = no
relSlewSlack_pct = 50.0
setup_viol = 0
finalClockSkew_ns = 0.0100
fin_crit_ns = 2.49
fin_tns_setup_ns = 0
fmax_mhz = 401
worst_pin_slew_ns = 0.743
period_used_pct = 75.5
hold_viol_final = 0

[power]
p_per_area_nw_per_um2 = 553
ir_drop_mv = 0.265
power.static_leakage_nw = 1.81

[grt]
grt_pass1_wl_um = 11300
antenna_found_initial = 0
grt.overflow.total = 0
track_usage_pct = 20.3
grt_pass1_vias = 2351
grt_max_degree = 56

[hold_path]
min_path_type = input pin to asynchronous set/reset pin

[status]
status = finished, final reports clean

==> worst max-delay path by stage <==
| stage | from | endpoint | slack [ns] |
|---|---|---|---|
| 6_report | rx_clk_count[0] | rx_clk_count[5] | 0.81 |
| 5_1_grt | rx_clk_count[0] | rx_clk_count[5] | 0.64 |
| 4_1_cts | rx_clk_count[0] | rx_clk_count[5] | 0.82 |
==> cells by family after synthesis <==
kind of cell	count (synthesis)	synth area share, %
compound gates	52	10.7
xor+xnor	8	2.05
fa+ha+maj	6	2.20
buf+inv	20	2.38
flops	75	55.1
mux	27	8.75
other cells	1	0.110
simple gates	127	18.7
==> per-layer routing <==
metal	GRT usage [%]	vias up	wire [um]
li1	-	1180	-
met1	33.9	1141	3160
met2	30.3	48	3000
met3	3.69	10	273
met4	2.93	0	93
met5	0	-	0
==> worst max-delay path: stages, from the launching register on <==
cell and delay, ns:
dfrtp_1 0.42, inv_1 0.11, ha_1 0.17, nor3b_1 0.18, o21bai_1 0.17, o21ai_4 0.42
inv_2 0.25, or4_1 0.54, a21oi_1 0.15
==> report_power, final <==
| group | leakage (nW) | switching (mW) | internal [mW] |
|---|---|---|---|
| clock network | 0.108 | 0.334 | 0.440 |
| registers | 0.990 | 0.0916 | 1.02 |
| logic | 0.715 | 0.121 | 0.179 |
==> final cells by class <==
class / instances / area share (%)
clock buffer: 10 / 3.49
timing repair buffer: 25 / 6.09
multi-input combinational: 227 / 37.4
inverter: 10 / 0.951
tap: 77 / 2.44
clock inverter: 5 / 1.97
sequential: 75 / 47.7
==> synthesized netlist by cell type (2+ instances only) <==
| library cell | instances |
|---|---|
| o21ai_1 | 5 |
| dfstp_2 | 5 |
| nor2_1 | 23 |
| dfrtp_1 | 70 |
| nand4_1 | 4 |
| xor2_1 | 4 |
| nor2b_1 | 5 |
| ha_1 | 6 |
| and3_1 | 6 |
| xnor2_1 | 4 |
| a21oi_1 | 11 |
| a21o_1 | 3 |
| or3_1 | 4 |
| o21ai_0 | 5 |
| inv_1 | 9 |
| nor3b_1 | 2 |
| mux2_2 | 8 |
| a41oi_1 | 5 |
| nand3_1 | 11 |
| nand2_1 | 47 |
| nor3_1 | 7 |
| nor4_1 | 4 |
| a31oi_1 | 3 |
| clkbuf_1 | 4 |
| and4_1 | 2 |
| mux2_1 | 15 |
| mux2i_1 | 4 |
| o31ai_1 | 5 |
| a22o_1 | 3 |
| buf_2 | 5 |
| or4_1 | 3 |
==> metrics by stage <==
step | worst slack [ns] | hold WS [ns] | total power, mW | cell area, um^2
global route | 0.636 | 0.363 | 2.30 | 3950
global placement | 0.901 | 0.346 | 1.42 | 3730
CTS | 0.819 | 0.359 | 2.21 | 3950
detailed placement | 0.839 | 0.347 | 1.43 | 3730
finish | 0.809 | 0.350 | 2.18 | 3950
floorplan | 1.31 | 0.345 | 1.33 | 3440
Power and IR drop assume default switching activity.
